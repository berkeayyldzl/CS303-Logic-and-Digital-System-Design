==> /design/flow/design.v <==
module DigiHockey(
    input clk, 
    input rst,
    input START,
    input [1:0] DIRECTION,
    input [2:0] INIT_Y_POS,
    output reg [2:0] X_COORD,
    output reg [2:0] Y_COORD);
    reg isMovingRight;
    reg [1:0] isMovingUp;
    reg started;
    reg [1:0] direction_reg;
    always @(posedge clk or posedge rst) begin
        if (rst) begin
            Y_COORD <= 0;
            X_COORD <= 0;
            isMovingRight <= 1'b1;  
            isMovingUp <= 2'b10;
            direction_reg <= 0;
        end
        else if(START) begin
            Y_COORD <= INIT_Y_POS;
            started <= 1'b1;
            if(DIRECTION == 2'b01) begin
                isMovingUp <= 2'b01;
            end
            else if(DIRECTION == 2'b10) begin
                isMovingUp <= 2'b00;
            end
            else if(DIRECTION == 2'b00) begin
                isMovingUp <= 2'b10;
            end
        end
        else begin
            if (started) begin
                if (isMovingRight) begin  
                    if (X_COORD == 4) begin  
                        X_COORD <= X_COORD - 1; 
                        isMovingRight <= 1'b0;  
                    end 
                    else begin  
                        X_COORD <= X_COORD + 1;
                    end
                end
                else begin
                    if (X_COORD == 0) begin  
                        X_COORD <= X_COORD + 1;
                        isMovingRight <= 1'b1;  
                    end 
                    else begin  
                        X_COORD <= X_COORD - 1;
                    end
                end
                case(isMovingUp)  
                2'b01: begin  
                    if ((X_COORD == 4 && Y_COORD == 4)) begin  
                        X_COORD <= X_COORD - 1;
                        Y_COORD <= Y_COORD - 1;
                        isMovingUp <= 2'b00;  
                        isMovingRight <= 1'b0;  
                    end
                    else if ((X_COORD == 0 && Y_COORD == 4)) begin  
                        X_COORD <= X_COORD + 1;
                        Y_COORD <= Y_COORD - 1;
                        isMovingUp <= 2'b00;  
                        isMovingRight <= 1'b1;  
                    end
                    else if (Y_COORD == 4) begin  
                        Y_COORD <= Y_COORD - 1;
                        isMovingUp <= 2'b00;  
                    end else
                        Y_COORD <= Y_COORD + 1;
                end
                2'b00: begin  
                    if ((X_COORD == 4 && Y_COORD == 0)) begin  
                        X_COORD <= X_COORD - 1;
                        Y_COORD <= Y_COORD + 1;
                        isMovingUp <= 2'b01;  
                        isMovingRight <= 1'b0;  
                    end
                    else if ((X_COORD == 0 && Y_COORD == 0)) begin  
                        X_COORD <= X_COORD + 1;
                        Y_COORD <= Y_COORD + 1;
                        isMovingUp <= 2'b01;  
                        isMovingRight <= 1'b1;  
                    end
                    else if (Y_COORD == 0) begin  
                        Y_COORD <= Y_COORD + 1;
                        isMovingUp <= 2'b01;  
                    end else
                        Y_COORD <= Y_COORD - 1;
                end
                2'b10: begin  
                    if (Y_COORD == 0) begin  
                        Y_COORD <= Y_COORD ;
                        isMovingUp <= 2'b10;  
                    end else
                        Y_COORD <= Y_COORD;
                end
                endcase 
            end
        end
    end
endmodule
==> /design/flow/run.sh <==
#!/bin/bash
# OpenROAD 26Q1-2900-gdf79404cd8, Yosys 0.63+post, stock flow scripts
make -C /OpenROAD-flow-scripts/flow DESIGN_CONFIG=/design/flow/config.mk WORK_HOME=/design/flow/orfs finish
==> /design/flow/config.mk <==
export PLATFORM = sky130hd
export DESIGN_NAME = DigiHockey
export DESIGN_NICKNAME = DigiHockey
export VERILOG_FILES = /design/flow/design.v
export SDC_FILE = /design/flow/constraint.sdc
export NUM_CORES = 4
export LEC_CHECK = 1
export CORE_AREA = 10 10 80 80
export DIE_AREA = 0 0 90 90
==> /design/flow/constraint.sdc <==
current_design DigiHockey

set clk_period 1.3
set clk_io_pct 0.2

create_clock -name clk0 -period $clk_period [get_ports {clk}]

set non_clock_inputs [all_inputs -no_clocks]
set_input_delay [expr $clk_period * $clk_io_pct] -clock clk0 $non_clock_inputs
set_output_delay [expr $clk_period * $clk_io_pct] -clock clk0 [all_outputs]
==> job_summary.md <==
## Implementation flow summary

| Metric | Value |
|---|---|
| DR vias/cell | 3.63 |
| DRC viols | 0 |
| Measured slew at the worst slew-check pin | 0.383 ns |
| Startpoint types | flip-flop |
| I/O pin count | 14 |
| Buffers on Ports | 13 |
| Finished Core Util | 0.240 |
| Power Density | between 1500 and 2000 nW/um^2 |
| Required @ worst endpoint | 1.40 ns |
| Chip area | 8100 sq um |
| Synth-to-Final Area Change | 64.9% |
| Status | finished with violations |
| Clock Power Share | 0.159 |
| Synth cell types | 31 |
| Cell leakage power | 0.478 nW |
| Avg Inst Size Synth | 9.18 sq um |
| RSZ-0062 raised after global routing | yes |
| Num Clock Sinks | 9 |
| Ant diodes | 0 |
| EDFF count, synth | 0 |
| Top cells by area, synth | dfrtp_1 (29%), ha_1 (11%), a21oi_1 (5.1%), buf_6 (4.9%), mux2i_1 (4.4%) |
| R2R cell count | 7 |
| Mapped Area | around 700 sq um |
| Hold/Removal Path Class | input pin to asynchronous set/reset pin |
| Slew Viols, Final | 0 |
| Ys Warns | 1 |
| Pre-CTS setup slack | -0.308 ns |
| Hold-fix buffers at CTS | 0 |
| Sw Share | 0.352 |
| First-pass GRT wire length | about 2900 microns |
| FP Core Util | 0.146 |
| Failing checks | setup timing |
| Yosys cell count | 75 |
| Post-synth ARST share | 1.00 |
| HPWL reported at the end of detailed placement | about 1300 microns |
| Yosys stat area | 688 sq um |
| Router iterations before antenna repair | 4 |
| CTS tree | yes |
| Post-synth top cells | dfrtp_1 (8), inv_1 (8), a21oi_1 (7) |
| Fin crit share | 1.16 |
| Min setup slack post-route | -0.208 ns |
| Total global routing overflow | 0 |
| Tool warning count | 32 |
| Clock Skew | 0.00292 ns |
| DR vias | 635 |
| Vias in the first global route | between 600 and 700 |
| Setup TNS | -0.343 ns |
| Global Route Usage Sum | 0.0416 |
| DRT antenna net count | 0 |
| Peak Freq | approximately 660 MHz |
| Core outline area | 4720 sq um |
| Area leader share | 0.291 |
| CTS HTree Levels | 1 |
| Antenna violations before repair | 0 |
| Sw Pwr | 0.734 mW |
| RD Place Congestion | 0.723 |
| Hold WS | slightly above 0.3 ns |
| Die width | 90 microns |
| Post-Syn Instances | 75 |
| Area post-placement | 993 sq um |
| Combinational power share | 0.603 |
| Worst-path maximum fanout | 4 |
| Drt total wl | 1730 microns |
| Clk buf depth | 2 |
| Clock latency (worst-skew pair) | 0.23 ns |
| DR WL/cell | slightly below 10 microns |
| Setup CP Type | flip-flop to flip-flop |
| Fin. Hold Viols | 0 |
| Ys flops | 9 |
| Internal | between 1 and 1.5 mW |
| CP arrival | 1.61 ns |
| Filler Cells Inserted | between 500 and 600 |
| Final Cell Area | 1130 sq um |
| # setup viols final | 4 |
| Most used flip-flop cell | dfrtp_1 |
| Max cap viols | 0 |
| Cell type with the largest total area | dfrtp_1 |
| Rel. slew slack | 0.745 |
| Die H | 90 microns |
| Sequential power share | 0.238 |
| Register share after synthesis | 0.329 |
| Max rail drop VDD | 0.510 mV |
| DRT iter0 DRCs | 20 |
| # rows | 25 |
| CTS clk-pin slew, worst paths | approximately 0.05 ns |
| Root buffer cell | clkbuf_8 |
| Nature of the critical path endpoint | flip-flop |
| Final min period | 1.51 ns |
| Inserted Clock Buffers | 3 |
| Fraction of layout cells with a size suffix above 1 | 0.380 |
| Largest net degree at the start of global routing | 10 |
[layer usage]
| layer | global-route usage | share of wire | vias to the layer above |
|---|---|---|---|
| met5 | 0 | 0 | - |
| met4 | 0.00531 | 0.0058 | 0 |
| met3 | 0.0109 | 0.038 | 2 |
| met2 | 0.0708 | 0.47 | 6 |
| met1 | 0.0528 | 0.48 | 301 |
| li1 | - | - | 326 |
[stage by stage]
step | std cells | total power, mW
final | 175 | 2.08
after global routing | 175 | 2.28
after CTS | 175 | 2.02
after detailed placement | 166 | 1.59
after global placement | 166 | 1.59
after floorplan | 75 | 1.13
[critical path: stages (launching register included)]
cell and delay, ns:
dfrtp_1 0.40, inv_2 0.12, ha_4 0.15, buf_4 0.10
mux2i_1 0.18, nor3b_1 0.08, a2111oi_2 0.27, a21oi_1 0.06
[cells in the final DEF, fill, tap and decap left out, types with 3 or more instances in the layout]
| cell type | count |
|---|---|
| xnor2_1 | 3 |
| o21ai_1 | 3 |
| clkdlybuf4s50_1 | 7 |
| ha_4 | 4 |
| dlygate4sd2_1 | 4 |
| clkbuf_8 | 3 |
| nand2_1 | 5 |
| dfrtp_1 | 8 |
| buf_4 | 19 |
| inv_1 | 5 |
| nor3b_1 | 3 |
| a21oi_1 | 5 |
| inv_2 | 3 |
| mux2i_1 | 3 |
[cell type report]
type / count / area [sq um] / area share
clock inverter: 1 / 5.00 / 0.00441
timing repair buffer: 34 / 290 / 0.256
sequential: 9 / 226 / 0.200
tap: 67 / 83.8 / 0.0739
clock buffer: 3 / 41.3 / 0.0364
multi-input combinational: 53 / 458 / 0.404
inverter: 8 / 30.0 / 0.0265
[timing repair]
item / 4_1_cts / 5_1_grt
endpoints found under the setup margin: 10 / 8
resized: 13 / 9
buffers inserted: 5 / 0
pin swaps: 2 / 3
[logic make-up after synthesis]
kind of cell | after synthesis | share of synthesized area
flops | 9 | 0.329
mux | 3 | 0.0436
fa+ha+maj | 6 | 0.109
xor+xnor | 3 | 0.0382
compound gates | 23 | 0.216
buf+inv | 13 | 0.111
simple gates | 18 | 0.153
[power by group through the flow]
stage     Clock (mW)  Combinational [mW]  Sequential [mW]
4_1_cts        0.347                1.18            0.487
5_1_grt        0.358                1.42            0.510
6_report       0.331                1.26            0.495
[path summary, 6_finish.rpt]
check / from / endpoint / slack [ns]
min: rst / X_COORD[2] / 0.30
max: Y_COORD[0] / Y_COORD[2] / -0.21
min in group clk0: flip-flop / flip-flop / 0.54
max in group asynchronous: rst / asynchronous set/reset pin / 0.69
min reg2reg: flip-flop / flip-flop / 0.54
max reg2reg: Y_COORD[0] / Y_COORD[2] / -0.21
No activity file was given, so power comes from the tool's default toggle rates.

### flow/run.sh
#!/bin/bash
# OpenROAD 26Q1-2900-gdf79404cd8, Yosys 0.63+post, stock flow scripts
make -C /OpenROAD-flow-scripts/flow DESIGN_CONFIG=/design/flow/config.mk WORK_HOME=/design/flow/orfs finish
### flow/config.mk
export PLATFORM = sky130hd
export DESIGN_NAME = hockey
export DESIGN_NICKNAME = hockey
export VERILOG_FILES = /design/flow/design.v
export SDC_FILE = /design/flow/constraint.sdc
export NUM_CORES = 4
export LEC_CHECK = 1
export CORE_UTILIZATION = 30
### flow/constraint.sdc
current_design hockey

set clk_period 4.2
set clk_io_pct 0.2

create_clock -name clk0 -period $clk_period [get_ports {clk}]

set non_clock_inputs [all_inputs -no_clocks]
set_input_delay [expr $clk_period * $clk_io_pct] -clock clk0 $non_clock_inputs
set_output_delay [expr $clk_period * $clk_io_pct] -clock clk0 [all_outputs]
### flow/design.v
module hockey(
    input clk,
    input rst,
    input BTN_A,
    input BTN_B,
    input [1:0] DIR_A,
    input [1:0] DIR_B,
    input [2:0] Y_in_A,
    input [2:0] Y_in_B,
	output reg [2:0] X_COORD,
	output reg [2:0] Y_COORD
    );
    wire [1:0] combined_button;
    parameter
        IDLE = 4'b0000,  
        DISP = 4'b0001,  
        HIT_B = 4'b0010,  
        HIT_A = 4'b0011,  
        SEND_A = 4'b0100,  
        SEND_B = 4'b0101,  
        RESP_A = 4'b0110,  
        RESP_B = 4'b0111,  
        GOAL_A = 4'b1000,  
        GOAL_B = 4'b1001,  
        TheEnd = 4'b1010;  
    assign combined_button = {BTN_A, BTN_B};
    reg [3:0] states;
    reg [6:0] counter;
    reg [1:0] dirY;
    reg [1:0] scoreB;
    reg [1:0] scoreA;
    reg [3:0] next_state;
    reg turn;
    always @(posedge clk or posedge rst)
    begin
        if (rst) begin
            Y_COORD <= 0;
            X_COORD <= 0;
            counter <= 0;
            turn <= 0;
            scoreA <= 0;
            scoreB <= 0;
            dirY <= 0;
            states <= IDLE;
        end
        else begin
            case (states)
                IDLE: begin
                    if (combined_button == 2'b10) begin
                        turn <= 0;
                        next_state <= DISP;
                    end
                    else if (combined_button == 2'b01) begin
                        turn <= 1;
                        next_state <= DISP;
                    end
                    else if ((combined_button == 2'b00) || (combined_button == 2'b11)) begin
                        next_state <= IDLE;
                    end
                end
                DISP: begin
                    if (counter < 100) begin
                        counter <= counter + 1;
                        next_state <= DISP;
                    end
                    else begin
                        counter <= 0;
                        if (turn == 1) begin
                            next_state <= HIT_B;
                        end
                        else begin
                            next_state <= HIT_A;
                        end
                    end
                end
                HIT_B: begin
                    if ((BTN_B == 1) && (Y_in_B < 5)) begin
                        X_COORD <= 4;
                        Y_COORD <= Y_in_B;
                        dirY <= DIR_B;
                        next_state <= SEND_A;
                    end
                    else begin
                        next_state <= HIT_B;
                    end
                end
                HIT_A: begin
                    if ((BTN_A == 1) && (Y_in_A < 5)) begin
                        X_COORD <= 0;
                        Y_COORD <= Y_in_A;
                        dirY <= DIR_A;
                        next_state <= SEND_B;
                    end
                    else begin
                        next_state <= HIT_A;
                    end
                end
                SEND_A: begin
                    if (counter < 100) begin
                        counter <= counter + 1;
                        next_state <= SEND_A;
                    end
                    else begin
                        counter <= 0;
                        if (dirY == 2'b10) begin
                            if (Y_COORD == 0) begin
                                dirY <= 2'b01;
                                Y_COORD <= Y_COORD + 1;
                                if (X_COORD > 1) begin
                                    X_COORD <= X_COORD - 1;
                                    next_state <= SEND_A;
                                end
                                else begin
                                    X_COORD <= 0;
                                    next_state <= RESP_A;
                                end
                            end
                            else begin
                                Y_COORD <= Y_COORD - 1;
                                if (X_COORD > 1) begin
                                    X_COORD <= X_COORD - 1;
                                    next_state <= SEND_A;
                                end
                                else begin
                                    X_COORD <= 0;
                                    next_state <= RESP_A;
                                end
                            end
                        end
                        else if (dirY == 2'b01) begin
                            if (Y_COORD == 4) begin
                                dirY <= 2'b10;
                                Y_COORD <= Y_COORD - 1;
                                if (X_COORD > 1) begin
                                    X_COORD <= X_COORD - 1;
                                    next_state <= SEND_A;
                                end
                                else begin
                                    X_COORD <= 0;
                                    next_state <= RESP_A;
                                end
                            end
                            else begin
                                Y_COORD <= Y_COORD + 1;
                                if (X_COORD > 1) begin
                                    X_COORD <= X_COORD - 1;
                                    next_state <= SEND_A;
                                end
                                else begin
                                    X_COORD <= 0;
                                    next_state <= RESP_A;
                                end
                            end
                        end
                        else if (dirY == 2'b00) begin
                            if (X_COORD > 1) begin
                                X_COORD <= X_COORD - 1;
                                next_state <= SEND_A;
                            end
                            else begin
                                X_COORD <= 0;
                                next_state <= RESP_A;
                            end
                        end
                    end
                end
                SEND_B: begin
                    if (counter < 100) begin
                        counter <= counter + 1;
                        next_state <= SEND_B;
                    end
                    else begin
                        counter <= 0;
                        if (dirY == 2'b10) begin
                            if (Y_COORD == 0) begin
                                dirY <= 2'b01;
                                Y_COORD <= Y_COORD + 1;
                                if (X_COORD < 3) begin
                                    X_COORD <= X_COORD + 1;
                                    next_state <= SEND_B;
                                end
                                else begin
                                    X_COORD <= 4;
                                    next_state <= RESP_B;
                                end
                            end
                            else begin
                                Y_COORD <= Y_COORD - 1;
                                if (X_COORD < 3) begin
                                    X_COORD <= X_COORD + 1;
                                    next_state <= SEND_B;
                                end
                                else begin
                                    X_COORD <= 4;
                                    next_state <= RESP_B;
                                end
                            end
                        end
                        else if (dirY == 2'b01) begin
                            if (Y_COORD == 4) begin
                                dirY <= 2'b10;
                                Y_COORD <= Y_COORD - 1;
                                if (X_COORD < 3) begin
                                    X_COORD <= X_COORD + 1;
                                    next_state <= SEND_B;
                                end
                                else begin
                                    X_COORD <= 4;
                                    next_state <= RESP_B;
                                end
                            end
                            else begin
                                Y_COORD <= Y_COORD + 1;
                                if (X_COORD < 3) begin
                                    X_COORD <= X_COORD + 1;
                                    next_state <= SEND_B;
                                end
                                else begin
                                    X_COORD <= 4;
                                    next_state <= RESP_B;
                                end
                            end
                        end
                        else if (dirY == 2'b00) begin
                            if (X_COORD < 3) begin
                                X_COORD <= X_COORD + 1;
                                next_state <= SEND_B;
                            end
                            else begin
                                X_COORD <= 4;
                                next_state <= RESP_B;
                            end
                        end
                    end
                end
                RESP_A: begin
                    if (counter < 100) begin
                        if ((BTN_A == 1) && (Y_COORD == Y_in_A)) begin
                            X_COORD <= 1;
                            counter <= 0;
                            if (DIR_B == 2'b10) begin
                                if (Y_COORD == 0) begin
                                    dirY <= 2'b01;
                                    Y_COORD <= Y_COORD + 1;
                                    next_state <= SEND_B;
                                end
                                else begin
                                    dirY <= DIR_A;
                                    Y_COORD <= Y_COORD - 1;
                                    next_state <= SEND_B;
                                end
                            end
                            else if (DIR_B == 2'b01) begin
                                if (Y_COORD == 4) begin
                                    dirY <= 2'b10;
                                    Y_COORD <= Y_COORD - 1;
                                    next_state <= SEND_B;
                                end
                                else begin
                                    dirY <= DIR_A;
                                    Y_COORD <= Y_COORD + 1;
                                    next_state <= SEND_B;
                                end
                            end
                            else if (DIR_B == 2'b00) begin
                                dirY <= DIR_B;
                                next_state <= SEND_B;
                            end
                        end
                        else begin
                            counter <= counter + 1;
                            next_state <= RESP_A;
                        end
                    end
                    else begin
                        counter <= 0;
                        scoreB <= scoreB + 1;
                        next_state <= GOAL_B;
                    end
                end
                RESP_B: begin
                    if (counter < 100) begin
                        if ((BTN_B == 1) && (Y_COORD == Y_in_B)) begin
                            X_COORD <= 3;
                            counter <= 0;
                            if (DIR_A == 2'b10) begin
                                if (Y_COORD == 0) begin
                                    dirY <= 2'b01;
                                    Y_COORD <= Y_COORD + 1;
                                    next_state <= SEND_A;
                                end
                                else begin
                                    dirY <= DIR_B;
                                    Y_COORD <= Y_COORD - 1;
                                    next_state <= SEND_A;
                                end
                            end
                            else if (DIR_A == 2'b01) begin
                                if (Y_COORD == 4) begin
                                    dirY <= 2'b10;
                                    Y_COORD <= Y_COORD - 1;
                                    next_state <= SEND_A;
                                end
                                else begin
                                    dirY <= DIR_B;
                                    Y_COORD <= Y_COORD + 1;
                                    next_state <= SEND_A;
                                end
                            end
                            else if (DIR_A == 2'b00) begin
                                dirY <= DIR_A;
                                next_state <= SEND_A;
                            end
                        end
                        else begin
                            counter <= counter + 1;
                            next_state <= RESP_B;
                        end
                    end
                    else begin
                        counter <= 0;
                        scoreA <= scoreA + 1;
                        next_state <= GOAL_A;
                    end
                end
                GOAL_A: begin
                    if (counter < 100) begin
                        counter <= counter + 1;
                        next_state <= GOAL_A;
                    end
                    else begin
                        counter <= 0;
                        if (scoreA == 3) begin
                            turn <= 0;
                            next_state <= TheEnd;
                        end
                        else begin
                            next_state <= HIT_B;
                        end
                    end
                end
                GOAL_B: begin
                    if (counter < 100) begin
                        counter <= counter + 1;
                        next_state <= GOAL_B;
                    end
                    else begin
                        counter <= 0;
                        if (scoreB == 3) begin
                            turn <= 1;
                            next_state <= TheEnd;
                        end
                        else begin
                            next_state <= HIT_A;
                        end
                    end 
                end
                TheEnd: begin
                    next_state <= TheEnd;
                end
            endcase
            states <= next_state;
        end
    end
endmodule
==> results_dict.tcl <==
# collected from the flow reports
set metrics [dict create \
    fillerInstances 775 \
    synthToLayoutAreaGrowth_pct 14.4 \
    max-slew-margin-rel_pct 50.1 \
    postSynth.asyncResetShare_pct 85.7 \
    syn_inst 285 \
    p_per_area_nw_per_um2 519 \
    ir_drop_mv 0.291 \
    post_cts.repair.setup_buffers 0 \
    finalPower_mw 1.42 \
    report.final.slew_viol_count 0 \
    dieArea_um2 8350 \
    worst_clock_skew_ns 0.00232 \
    synth.top_cell.area_share_pct 25.1 \
    track_usage_pct 15.2 \
    yosys.stat.seqShare_pct 30.1 \
    synth_flop_count 28 \
    dpl.cell_count 398 \
    fin_cells 402 \
    regArea_um2 721 \
    final-comb-area_um2 1530 \
    final_area_um2 2740 \
    yosys-stat-area_um2 2400 \
    grt_pass1_vias 1968 \
    use_met3_pct 1.53 \
    grt_overflow_total 0 \
    place.gp.congestion 0.936 \
    avgRoutedWirePerCell_um 14.6 \
    grt_pass1_wl_um 10100 \
    antenna_found_initial 0 \
    maxCapViolCount 0 \
    drt_iter0_drc 148 \
    synth_stat.cells 285 \
    h-tree-depth 1 \
    syn_area_um2 2400 \
    cp.required_ns 4.36 \
    busiest_layer "met1" \
    vias 2138 \
    cts.clk_slew.worst_paths_ns 0.09 \
    yosysUniqueCellTypes 57 \
    drc 0 \
    min_path_type "reg -> reg" \
    fp.dieW_um 91.4 \
    cts_root_buf "clkbuf_8" \
    cts_hold_buf 0 \
    ant_nets 0 \
    syn_area_per_cell_um2 8.41 \
    hold_slack_ns 0.352 \
    leakage_nw 1.12 \
    crit_arrival_ns 3.08 \
    routed_wl_um 5880 \
    tightestPinTransition_ns 0.747 \
    finalHoldViolations 0 \
    fmax_ghz 0.342 \
    drive_gt1_share_pct 9.00 \
    ff_type "dfrtp_1" \
    antennaDiodeCount 0 \
    insertion_delay_ns 0.27 \
    worstPathMaxFanout 4 \
    grt_util_met2_pct 22.7 \
    coreArea_um2 7730 \
    critPathKind "in -> reg" \
    grt_max_degree 27 \
    cts_tree "done" \
    crit_path_end_kind "register" \
    synthTopCellsByArea "dfrtp_1 (25%), ha_1 (9.9%), edfxtp_1 (5.0%)" \
    warning_count 35 \
    met1_usage_pct 24.6 \
    placed_area_um2 2700 \
    min_period_ns 2.92 \
    die_y_um 91.4 \
    cts_buffer_depth 2 \
    start_kind "input port" \
    fp-utilization_pct 31.0 \
    status "finished, final reports clean" \
    fin_crit_sh_pct 69.6 \
    cts.sinks 28 \
    yosys.area.top_type "dfrtp_1" \
    ios 20 \
    placement.io_buffers 19 \
    cts_made_buffers 3 \
    dp_hpwl_um 4370 \
    viasPerCell 5.32 \
    edf_count 4 \
    yosys_warnings 1 \
    tns_ns 0 \
    rsz0062_at_grt "no" \
    post_cts_resized 0 \
    setup_violations 0 \
    drt_first_pass_iters 4 \
    rows 32 \
]
==> worst max-delay path: stages <==
cell and delay [ns]:
clkdlybuf4s50_1 0.48, o21ai_0 0.28, a32oi_1 0.16, a221oi_2 0.32
nand2_1 0.13, or4_4 0.57, mux2_4 0.31
==> path summary, 6_finish.rpt <==
kind	cells past startpoint	from	end	slack, ns
setup / recovery	7	Y_in_B[1]	dirY[1]	1.28
hold / removal	0	next_state[0]	states[0]	0.35
setup reg to reg	6	states[1]	dirY[1]	1.56
hold reg to reg	0	next_state[0]	states[0]	0.35
max in group asynchronous	3	rst	Y_COORD[1]	2.99
min in group asynchronous	3	rst	Y_COORD[0]	0.97
==> cells by family (layout without fill, tap and decap cells) <==
group,after synthesis,in the layout,synth area share (%)
AOI/OAI and AO/OA,91,91,26.1
muxes,11,11,5.38
adders and majority gates,19,19,9.92
xor gates and xnor gates,10,10,3.66
buffers and inverters,35,50,6.11
DFF,28,28,30.1
and+or+nand+nor,91,91,18.8
==> sequential cells by signal (all words and copies together), names as in the netlist <==
register    flops
X_COORD         3
Y_COORD         3
counter         7
dirY            2
next_state      4
scoreA          2
scoreB          2
states          4
turn            1
==> Yosys cell counts (all sizes together) (3+ instances only) <==
cell,n
a21o,4
a21oi,22
a22oi,4
a31oi,8
buf,4
clkbuf,11
dfrtp,24
edfxtp,4
ha,19
inv,19
mux2,9
nand2,19
nand2b,4
nand3,5
nor2,29
nor2b,4
nor3,10
nor4,6
o21ai,16
o22ai,9
o311ai,3
o31ai,3
xnor2,7
xor2,3
==> through the flow <==
step           setup slack, ns  util, %
3_3_place_gp              1.03     34.9
5_1_grt                   1.12     35.5
2_1_floorplan             1.66        -
6_report                  1.28     35.5
3_5_place_dp              1.03     34.9
4_1_cts                   1.30     35.5
==> routing by layer <==
| metal | vias up | share of wire (%) |
|---|---|---|
| li1 | 1085 | - |
| met1 | 999 | 51 |
| met2 | 46 | 43 |
| met3 | 8 | 4.2 |
| met4 | 0 | 1.4 |
| met5 | - | 0 |
==> power breakdown <==
part / internal [mW] / leakage [nW] / total (mW) / switching, mW
Combinational: 0.362 / 0.758 / 0.775 / 0.414
Clock: 0.0679 / 0.0228 / 0.145 / 0.0767
Sequential: 0.373 / 0.337 / 0.504 / 0.130
==> layout by cell type, fill, tap and decap left out, types with 5 or more instances in the layout <==
cell             instances
a21oi_1                 21
nor2_1                  29
xnor2_1                  7
dfrtp_1                 24
inv_1                   19
o22ai_1                  9
clkdlybuf4s50_1         19
ha_1                    19
a31oi_1                  8
buf_4                    7
nor3_1                  10
mux2_2                   7
nor4_1                   6
nand2_1                 19
nand3_1                  5
o21ai_0                 16
==> final cells by class <==
class | instances | share of cell area [%]
Inverter | 20 | 2.74
Sequential cell | 28 | 26.3
Tap cell | 102 | 4.66
Timing Repair Buffer | 26 | 8.86
Multi-Input combinational cell | 222 | 55.8
Clock buffer | 4 | 1.64
Power is estimated from default activity; no workload was simulated.

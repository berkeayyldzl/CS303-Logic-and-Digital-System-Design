==> flow/design.v <==
module CLA_4bit 
  (
   input  [3:0]           C,
   input  [3:0]           D,
   input                  Cin,
   input                  mode,  
   output [3:0]           RES,
   output                 Carry
   );
  wire [3:0] P,G;  
  wire [4:0] CarryOut;  
  assign G[0] = C[0] & ( D[0] ^ mode );  
  assign G[1] = C[1] & ( D[1] ^ mode );
  assign G[2] = C[2] & ( D[2] ^ mode );
  assign G[3] = C[3] & ( D[3] ^ mode );
  assign P[0] = C[0] ^ ( D[0] ^ mode );  
  assign P[1] = C[1] ^ ( D[1] ^ mode );
  assign P[2] = C[2] ^ ( D[2] ^ mode );
  assign P[3] = C[3] ^ ( D[3] ^ mode );
  assign CarryOut[0] = Cin;  
  assign CarryOut[1] = G[0] | (Cin & P[0]);            
  assign CarryOut[2] = G[1] | (P[1] & CarryOut[1]);    
  assign CarryOut[3] = G[2] | (P[2] & CarryOut[2]);    
  assign CarryOut[4] = G[3] | (P[3] & CarryOut[3]);    
  assign Carry = CarryOut[4];  
  assign RES[0] = P[0] ^ CarryOut[0];  
  assign RES[1] = P[1] ^ CarryOut[1];
  assign RES[2] = P[2] ^ CarryOut[2];
  assign RES[3] = P[3] ^ CarryOut[3];
endmodule 
module CLA_16bit_top 
    (
        input   [15:0]          A,
        input   [15:0]          B,
        input                   mode,  
        output  [15:0]          S,
        output                  Cout,
        output                  OVF
    );    
    wire [3:0] Carry_Out;  
    CLA_4bit CLA_1 (.C(A[3:0]), .D(B[3:0]), .Cin(mode), .mode(mode), .RES(S[3:0]), .Carry(Carry_Out[0]));
    CLA_4bit CLA_2 (.C(A[7:4]), .D(B[7:4]), .Cin(Carry_Out[0]), .mode(mode), .RES(S[7:4]), .Carry(Carry_Out[1]));
    CLA_4bit CLA_3 (.C(A[11:8]), .D(B[11:8]), .Cin(Carry_Out[1]), .mode(mode), .RES(S[11:8]), .Carry(Carry_Out[2]));
    CLA_4bit CLA_4 (.C(A[15:12]), .D(B[15:12]), .Cin(Carry_Out[2]), .mode(mode), .RES(S[15:12]), .Carry(Carry_Out[3]));
    assign Cout = Carry_Out[3];  
    assign OVF = (mode == 0) ? ((A[15] & B[15] & ~S[15]) | (~A[15] & ~B[15] & S[15])) : ((A[15] & ~B[15] & ~S[15]) | (~A[15] & B[15] & S[15]));
endmodule 
==> flow/run.sh <==
#!/bin/bash
# OpenROAD 26Q1-2900-gdf79404cd8, Yosys 0.63+post, stock flow scripts
make -C /OpenROAD-flow-scripts/flow DESIGN_CONFIG=/design/flow/config.mk WORK_HOME=/design/flow/orfs finish
==> flow/config.mk <==
export PLATFORM = sky130hd
export DESIGN_NAME = CLA_16bit_top
export DESIGN_NICKNAME = CLA_16bit_top
export VERILOG_FILES = /design/flow/design.v
export SDC_FILE = /design/flow/constraint.sdc
export NUM_CORES = 4
export LEC_CHECK = 1
export CORE_AREA = 10 10 76 76
export DIE_AREA = 0 0 86 86
==> flow/constraint.sdc <==
current_design CLA_16bit_top

set clk_period 12.4
set clk_io_pct 0.2

create_clock -name clk0 -period $clk_period

set non_clock_inputs [all_inputs -no_clocks]
set_input_delay [expr $clk_period * $clk_io_pct] -clock clk0 $non_clock_inputs
set_output_delay [expr $clk_period * $clk_io_pct] -clock clk0 [all_outputs]
==> out/results.ini <==
[outcome]
status=completed

[critical_path]
end_kind=output pin
startpoint_type=input port
cp_data_arrival_time_ns=8.96
critical_path_required_ns=9.92
critPathLaunch=mode
path_max_fanout=3
crit_type=in2out

[synthesis]
netlist_instances=62
ys_seq_share=0
synth.distinct_cells=9
yosysChipArea_um2=594
ys_cells=62
avgSynthCellArea_um2=9.59
mappedNetlistArea_um2=594
yosys_warnings=0

[clocking]
cts_hold_buffers=0
cts_setup_buffers=0
cts_resized=0

[grt]
grt_pass1_wl_mm=2.84
grt_pass1_vias=597
grtUsageTotal=0.0463
grt-ovfl-total=0
antenna_found_initial=0
grt_max_degree=15

[final_timing]
slew_viol_final=0
hold_viol_final=0
relSlewSlack=0.835
fin_tns_setup_ns=0
fin_crit_ns=11.44
setup_viol=0
period_used_share=0.922
worst_pin_slew_ns=0.248
rsz0062_at_grt=false
fmax_mhz=87.4

[floorplanning]
die_h_um=86
fp_util=0.144
core-area_mm2=0.00412
die_w_um=86
ios=51
rows=23
die_area_mm2=0.00740

[final_layout]
seq_area_um2=0
comb_area_um2=478
nFillCells=426
flops=0
fin_util=0.280
drive_gt1_frac=0.0268
final_area_mm2=0.00115
clkbuf_count=0
final_common_cell=clkdlybuf4s50_1
layout_top_cells=clkdlybuf4s50_1, inv_1, fa_1
synthToLayoutAreaGrowth_pct=93.9
stdcell_count=162

[power]
powerDensity_mw_per_mm2=59.5
vdd_drop_max_uv=19.5
p_leak_nw=0.517

[detailed_routing]
diodes=0
finalWirelength_mm=1.75
wire_per_inst_um=10.8
dr.pass1.iters=1
first_iter_violations=0
vias=536
drc=0
vias_per_cell=3.31
ant_nets=0

[placement]
place_area_mm2=0.00115
place_congestion=0.788
dpl.hpwl_mm=1.69
portBuffers=51
dpl.cell_count=162

[hold_path]
worstHoldPathCells=4
worstHoldStart=A[15]
hp-class=in2out

[flow_run]
tool_warnings=32
cap_violations=0

-- where the power goes --
| group | switching, mW | internal (mW) | leakage (nW) |
|---|---|---|---|
| clock | 0 | 0 | 0 |
| combinational | 0.0209 | 0.0477 | 0.517 |
| sequential | 0 | 0 | 0 |
-- cell usage after synthesis --
cell type	instances	area share
fa_1	15	0.51
or2_2	1	0.011
mux2i_1	2	0.034
xnor2_2	1	0.027
xor2_1	7	0.10
xnor2_1	8	0.12
inv_1	25	0.16
nand2_1	1	0.0063
buf_6	2	0.038
-- final cells by class --
cell class                 count  area share
timing repair buffer          52       0.450
tap                           50      0.0543
multi-input combinational     35       0.415
inverter                      25      0.0814
-- final timing paths --
| check | to |
|---|---|
| setup / recovery | OVF |
| hold / removal | OVF |
-- kinds of logic (layout without fill, tap and decap cells) --
family | after synthesis | after routing | share of synthesized area
and+or+nand+nor | 2 | 2 | 0.0168
adders and majority gates | 15 | 15 | 0.505
xor gates and xnor gates | 16 | 16 | 0.248
buffers and inverters | 27 | 77 | 0.196
muxes | 2 | 2 | 0.0337
-- routing by layer --
layer,up-vias,GRT usage,part of all wire
met2,36,0.0723,0.40
met4,0,0,0
met3,0,0.0153,0.099
li1,262,-,-
met1,238,0.0647,0.50
met5,-,0,0
-- through the flow --
step / hold WS, ns / setup WS, ns / power (mW)
global route: 5.96 / 0.608 / 0.0785
floorplan: 4.99 / 1.99 / 0.0209
finish: 5.92 / 0.961 / 0.0685
global placement: 5.92 / 0.912 / 0.0705
CTS: 5.93 / 0.868 / 0.0713
detailed placement: 5.92 / 0.896 / 0.0708
-- critical path, stage by stage --
cell	delay, ns
clkdlybuf4s50_1	0.56
xnor2_1	0.12
fa_1	0.41
fa_1	0.38
inv_1	0.08
fa_1	0.18
fa_1	0.17
inv_1	0.05
fa_1	0.37
fa_1	0.36
inv_1	0.07
fa_1	0.17
fa_1	0.16
inv_1	0.05
fa_1	0.37
fa_1	0.36
inv_1	0.07
fa_1	0.18
fa_1	0.17
inv_1	0.05
fa_1	0.38
fa_1	0.38
fa_1	0.47
or2_2	0.29
mux2i_1	0.14
clkdlybuf4s50_1	0.48
Power and IR drop assume default switching activity.
